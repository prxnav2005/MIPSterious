===== flow/config.mk =====
export PLATFORM = sky130hd
export DESIGN_NAME = mips
export DESIGN_NICKNAME = mips
export VERILOG_FILES = /design/flow/design.v
export SDC_FILE = /design/flow/constraint.sdc
export NUM_CORES = 4
export LEC_CHECK = 1
export CORE_UTILIZATION = 30

===== flow/constraint.sdc =====
current_design mips

set clk_period 5.1
set clk_io_pct 0.2

create_clock -name clk0 -period $clk_period [get_ports {clk}]

set non_clock_inputs [all_inputs -no_clocks]
set_input_delay [expr $clk_period * $clk_io_pct] -clock clk0 $non_clock_inputs
set_output_delay [expr $clk_period * $clk_io_pct] -clock clk0 [all_outputs]

===== flow/design.v =====
module alu32(input logic [31:0] A, B, input logic [2:0] F, output logic [31:0] Y, output logic zero);
  logic [31:0] S, Bout;
  assign Bout = F[2] ? ~B : B;
  assign S = A + Bout + F[2];
  assign zero = (Y == 32'b0); 
  always @(*) begin
    case (F[1:0]) 
      2'b00: Y <= A & Bout; 
      2'b01: Y <= A | Bout; 
      2'b10: Y <= S; 
      2'b11: Y <= S[31]; 
    endcase
  end
endmodule
module controller(input logic clk, input logic [5:0] op, funct, output logic regWriteD, memToRegD, memWriteD, aluSrcD, regDstD, branchD, output logic [2:0] aluControlD, output jump);
  logic[1:0] aluOp;
  logic [8:0] controls;
  assign{regWriteD, regDstD, aluSrcD, branchD, memWriteD, memtoRegD, aluOp, jump} = controls;
  always@(*)
    case(op)
      6'b000000: controls <= 9'b110000100;  
      6'b100011: controls <= 9'b101001000;  
      6'b101011: controls <= 9'b001010000;  
      6'b000100: controls <= 9'b000100010;  
      6'b001000: controls <= 9'b101000000;  
      6'b000010: controls <= 9'b000000001;  
      default: controls <= 9'bxxxxxxxxx;  
    endcase
  always@(*)
    casez({aluOp, funct})
      8'b00??????: AluControlD = 3'b010;  
      8'b01??????: AluControlD = 3'b110;  
      8'b1?100000: AluControlD = 3'b010;  
      8'b1?100010: AluControlD = 3'b110;  
      8'b1?100100: AluControlD = 3'b000;  
      8'b1?100101: AluControlD = 3'b001;  
      8'b1?101010: AluControlD = 3'b111;  
    endcase
endmodule
module datapath(input logic clk, reset, MemtoRegD, AluSrcD, RegDstD, RegWriteD, branchD, jump,
                input logic [2:0] AluControlD, output logic [31:0] PCF, instrD, ALUOutM, WriteDataM, 
                output logic RegWriteW, input logic [31:0] instr, ReadDataE, MemWriteD);
    logic stallF, stallD, ForwardAD, ForwardBD;
    logic[1:0] ForwardAE, ForwardBE; 
    hazard haz(branchD, MemtoRegE, RegWriteE, MemtoRegM, RegWriteM, RegWriteW, RsD, RtD, RsE, RtE, 
               WriteRegE, WriteRegM, WriteRegW, stallF, stallD, ForwardAD, ForwardBD, flush_e, ForwardAE, 
               ForwardBE, clk, reset);
    logic[31:0] PCPlus4F, ResultW, pcen2;
    logic EqualD, PCSrcD;  
    logic[4:0] RsD, RtD, RdD; 
    logic[31:0] SignImmD, SignImmE, PCBranchD, pcen; 
    mux2 #(32) adr_mux(PCPlus4F, PCBranchD, PCSrcD, pcen);
    mux2 #(32) adr_mux2(pcen, PCPJumpD, jump, pcen2);
    flopenr #(32) regF(clk, reset, ~stallF, pcen2, PCF);
    assign PCPlus4F = PCF + 4; 
    logic[31:0] PCPlus4D; 
    flopenr #(32) regD1(clk, reset | PCSrcD_ext, ~stallD, instr, instrD);
    flopenr #(32) regD2(clk, reset | PCSrcD_ext, ~stallD, PCPlus4F, PCPlus4D);
    logic[31:0] rd1_comp, rd2_comp, RD1, RD2; 
    regfile rf(clk, RegWriteW, instrD[25:21], instrD[20:16], WriteRegW, ResultW, RD1, RD2); 
    mux2 #(32) comp_mux_1(RD1, ALUOutM, ForwardAD, rd1_comp);
    mux2 #(32) comp_mux_2(RD2, ALUOutM, ForwardBD, rd2_comp);
    assign EqualD = (rd1_comp == rd2_comp); 
    assign PCSrcD = EqualD & branchD; 
    logic PCSrcD_ext; 
    flopenr #(1) regfix(~clk, reset, 1'b1, PCSrcD | jump, PCSrcD_ext); 
    assign RsD = instrD[25:21];
    assign RtD = instrD[20:16];
    assign RdD = instrD[15:11];
    assign SignImmD = {{16{instrD[15]}}, instrD[15:0]};
    assign PCBranchD = (SignImmD << 2) + PCPlus4D; 
    logic[31:0] PCPJumpD; 
    assign PCPJumpD = {PCPlus4D[31:4], instrD[25:0]<<2}; 
    logic RegWriteE, MemtoRegE, MemWriteE, AluSrcE, RegDstE;
    logic[2:0] AluControlE; 
    logic[31:0] RD1_E, RD2_E; 
    logic[4:0] RsE, RtE, RdE;
    logic reset_exe_reg; 
    flopenr #(1) regE1(clk, reset | flush_e | jump2, 1'b1, RegWriteD, RegWriteE);
    flopenr #(1) regE2(clk, reset, 1'b1, MemtoRegD, MemtoRegE);
    flopenr #(1) regE3(clk, reset | flush_e | jump2, 1'b1, MemWriteD, MemWriteE);
    flopenr #(3) regE4(clk, reset, 1'b1, AluControlD, AluControlE);
    flopenr #(1) regE5(clk, reset, 1'b1, AluSrcD, AluSrcE);
    flopenr #(1) regE6(clk, reset, 1'b1, RegDstD, RegDstE);
    flopenr #(32) regE7(clk, reset, 1'b1, RD1, RD1_E);
    flopenr #(32) regE8(clk, reset, 1'b1, RD2, RD2_E);
    flopenr #(5) regE9(clk, reset | flush_e | jump2, 1'b1, RsD, RsE);
    flopenr #(5) regE10(clk, reset | flush_e | jump2, 1'b1, RtD, RtE);
    flopenr #(5) regE11(clk, reset | flush_e | jump2, 1'b1, RdD, RdE);
    flopenr #(32) regE12(clk, reset, 1'b1, SignImmD, SignImmE);
    flopenr #(1) regE13(clk, reset, 1'b1, jump, jump2); 
    logic[31:0] SrcAE, SrcBE, WriteDataE, ALUoutE; 
    logic zero;
    logic[4:0] WriteRegE; 
    mux4 #(32) srcA_mux(RD1_E, ResultW, ALUOutM, 32'b0, ForwardAE, SrcAE);
    mux4 #(32) srcB_mux(RD2_E, ResultW, ALUOutM, 32'b0, ForwardBE, WriteDataE);
    mux2 #(32) srcB_mux2(WriteDataE, SignImmE, AluSrcE, SrcBE);
    alu32 alu(SrcAE, SrcBE, AluControlE, ALUoutE, zero);
    mux2 #(5) regDst_mux(RtE, RdE, RegDstE, WriteRegE);
    logic[4:0] WriteRegM; 
    logic RegWriteM, MemtoRegM, MemWriteM; 
    flopenr #(1) regM1(clk, reset, 1'b1, RegWriteE, RegWriteM);
    flopenr #(1) regM2(clk, reset, 1'b1, MemtoRegE, MemtoRegM);
    flopenr #(1) regM3(clk, reset, 1'b1, MemWriteE, MemWriteM);
    flopenr #(32) regM4(clk, reset, 1'b1, ALUoutE, ALUOutM);
    flopenr #(32) regM5(clk, reset, 1'b1, WriteDataE, WriteDataM);
    flopenr #(5) regM6(clk, reset, 1'b1, WriteRegE, WriteRegM);
    logic[31:0] ReadDataW, ALUOutW; 
    logic MemtoRegW; 
    flopenr #(1) regW1(clk, reset, 1'b1, RegWriteM, RegWriteW);
    flopenr #(1) regW2(clk, reset, 1'b1, MemtoRegM, MemtoRegW);
    flopenr #(32) regW4(clk, reset, 1'b1, ReadDataE, ReadDataW);
    flopenr #(32) regW5(clk, reset, 1'b1, ALUOutM, ALUOutW);
    flopenr #(5) regW6(clk, reset, 1'b1, WriteRegM, WriteRegW);
    mux2 #(32) writeback_mux(ALUOutW, ReadDataW, MemtoRegW, ResultW);
endmodule
module flopenr #(parameter WIDTH = 8) (input logic clk, reset, en, input logic [WIDTH-1:0] d, output logic [WIDTH-1:0] q);
  always_ff @(posedge clk, posedge reset) 
    if (reset) 
      q <= 0; 
    else if (en) 
      q <= d;
endmodule
module hazard(input logic BranchD, MemToRegE, RegWriteE, MemtoRegM, RegWriteM, RegWriteW, input logic [4:0] RsD, RtD, RsE, RtE, WriteRegE, WriteRegM, WriteRegW, output logic stallF, stallD, ForwardAD, ForwardBD, FlushE, output logic [1:0] ForwardAE, ForwardBE, input clk, reset);
  logic [1:0] ForwardAE_t, ForwardBE_t;
  logic lwstall, branchStall, FlushE1;
  always@(*) begin
    ForwardAE_t = (RegWriteM & (RsE != 0) & (RsE == WriteRegM)) ? 2'b10 : (RegWriteW & (RsE != 0) & (RsE == WriteRegW)) ? 2'b01 : 2'b00;
    ForwardBE_t = (RegWriteM & (RtE != 0) & (RtE == WriteRegM)) ? 2'b10 : (RegWriteW & (RtE != 0) & (RtE == WriteRegW)) ? 2'b01 : 2'b00;
  end
  assign ForwardAD = RegWriteM & (RsD == WriteRegM) & (RsD != 0);
  assign ForwardBD = RegWriteM & (RtD == WriteRegM) & (RtD != 0);
  assign lwstall = MemToRegE & ((RtE == RsD) | (RtE == RtD));
  assign branchStall = (BranchD & RegWriteE & ((RsD == WriteRegE) | (RtD == WriteRegE))) | (BranchD & MemtoRegM & ((RsD == WriteRegM) | (RtD == WriteRegM)));
  flopenr #(1) regHaz1(~clk, reset, 1'b1, lwstall | branchStall, stallF);
  flopenr #(1) regHaz2(~clk, reset, 1'b1, lwstall | branchStall, stallD);
  flopenr #(1) regHaz3(~clk, reset, 1'b1, lwstall | branchStall, FlushE1);
  flopenr #(1) regHaz6(~clk, reset, 1'b1, FlushE1, FlushE);
  flopenr #(2) regHaz4(~clk, reset, 1'b1, ForwardAE_t, ForwardAE);
  flopenr #(2) regHaz5(~clk, reset, 1'b1, ForwardBE_t, ForwardBE);
endmodule
module mips(input logic clk, reset, input logic [31:0] instr, readData, output logic[31:0] pc, aluOut, writeData, output logic memWrite, regWriteW);
  logic memToRegD, aluSrc, regDst, regWrite, jump, branch;
  logic [2:0] alucontrol;
  logic [31:0] instrD;
  controller c(clk, instrD[31:26], instrD[5:0], regWrite, memtoRegD, memWrite, aluSrc, regDst, branch, aluControl, jump);
  datapath dp(clk,reset,memToRegD,aluSrc,regDst,regWrite,branch, jump, aluControl, pc, instr, aluOut, writeData, readData, memWrite, instrD, regWriteW);
endmodule
module mux2 #(parameter WIDTH = 8)(input logic [WIDTH-1:0] d0, d1, input logic s, output logic [WIDTH-1:0] y);
  assign y = s ? d1 : d0;
endmodule
module mux4 #(parameter WIDTH = 8)(input logic [WIDTH-1:0] d0, d1, d2, d3, input logic [1:0] s, output logic [WIDTH-1:0] y);
  assign y = s[1] ? (s[0] ? d3 : d2) : (s[0] ? d1 : d0);
endmodule
module regfile(input logic clk, we3, input logic [4:0] ra1, ra2, wa3, input logic [31:0] wd3, output logic [31:0] rd1, rd2);
  logic [31:0] rf[31:0];
  always @(negedge clk)
    if (we3) rf[wa3] <= wd3;
  assign rd1 = (ra1 != 0) ? rf[ra1] : 0;
  assign rd2 = (ra2 != 0) ? rf[ra2] : 0;
endmodule

===== flow/run.sh =====
#!/bin/bash
# OpenROAD 26Q1-2900-gdf79404cd8, Yosys 0.63+post, stock flow scripts
make -C /OpenROAD-flow-scripts/flow DESIGN_CONFIG=/design/flow/config.mk WORK_HOME=/design/flow/orfs finish

==> qor.yml <==
lastStage: "synthesis (1_2_yosys)"
ys_cells: 249
yosysWarnings: 32
largest_area_cell: "buf_4"
status: "aborted with a tool error"
yosys.cell_types.count: 24
ys.flops: 30
stop_error: "ERROR: Found 63 problems in 'check -assert'."
top_cell_area_share: 0.415
ys_chip_area_um2: 2370
area_leaders: "buf_4 (42%), dfrtp_1 (32%), xor2_1 (6.3%)"
ys_seq_share: 0.317
## cells in the mapped netlist, drive strengths merged
master and count:
and2 1, and3 5, and4 2, buf 132, conb 1, dfrtp 30
ha 1, inv 6, nand2 9, nand3 11, nand4 4, nor2 5
nor3 5, nor3b 1, nor4 7, nor4b 1, xnor2 11, xor2 17
## cell families after synthesis
group,share of synthesized area
xor gates and xnor gates,0.104
DFF,0.317
and+or+nand+nor,0.143
adders and majority gates,0.00528
other,0.00158
buffers and inverters,0.429
