File: /design/flow/run.sh
#!/bin/bash
# OpenROAD 26Q1-2900-gdf79404cd8, Yosys 0.63+post, stock flow scripts
make -C /OpenROAD-flow-scripts/flow DESIGN_CONFIG=/design/flow/config.mk WORK_HOME=/design/flow/orfs finish
File: /design/flow/config.mk
export PLATFORM = sky130hd
export DESIGN_NAME = adder
export DESIGN_NICKNAME = adder
export VERILOG_FILES = /design/flow/design.v
export SDC_FILE = /design/flow/constraint.sdc
export NUM_CORES = 4
export LEC_CHECK = 1
export CORE_AREA = 10 10 94 94
export DIE_AREA = 0 0 104 104
File: /design/flow/design.v
module adder(input logic [31:0] a, b, output logic [31:0] y);
  assign y = a + b;
endmodule
File: /design/flow/constraint.sdc
current_design adder

set clk_period 14.5
set clk_io_pct 0.2

create_clock -name clk0 -period $clk_period

set non_clock_inputs [all_inputs -no_clocks]
set_input_delay [expr $clk_period * $clk_io_pct] -clock clk0 $non_clock_inputs
set_output_delay [expr $clk_period * $clk_io_pct] -clock clk0 [all_outputs]
==> impl_metrics.toml <==
# flow metrics
[final_timing]
worst_slack_ns = 5.72
min_period_ns = 8.78
max_freq_mhz = 114
finalHoldViolations = 0
finalMaxSlewViolations = 0
relSlewSlack_pct = 63.3
post-route-period-util_pct = 60.5
rsz0062_at_grt = "false"
report.final.setup_viol = 0
final.setup.tns_ns = 0
worst_pin_slew_ns = 0.537

[die]
die_height_um = 104
chipArea_mm2 = 0.0108
core_area_mm2 = 0.00683
chipWidth_um = 104
fp_util_pct = 25.5
io_pins = 96
rows = 30

[power]
ir_drop_mv = 0.0225
p_per_area_mw_per_mm2 = 48.0
p_total_uw = 133
leakagePower_nw = 1.18

[global_routing]
grt_overflow = 0
grt_pass1_wl_um = 9700
antenna_found_initial = 0
grt_max_degree = 11
first_global_vias = 2044
grt.total_usage_pct = 10.2

[routing]
wire_per_inst_um = 13.9
antennaDiodeCount = 0
vias_per_cell = 4.91
routed_wl_um = 5880
vias = 2070
drc = 0
drtAntennaViolNets = 0
first_pass_iters = 4
first_iter_violations = 115

[yosys]
aoi_share_pct = 39.3
largest_area_cell = "ha_1"
yosysChipArea_mm2 = 0.00174
yosysWarnings = 0
synth_cells = 241
ys_sh_xor_pct = 14.1
top_cell = "ha_1"
synthesis.area_mm2 = 0.00174
top_cells_by_count = "ha_1, a21oi_1, a21o_1"
yosys_cells = 241
ys_sh_simple_pct = 18.3
avgSynthCellArea_um2 = 7.24
top_logic_kind = "AND-OR/OR-AND gates"
yosys.area_share.adder_pct = 23.4
ys_sh_mux_pct = 1.15
synth_seq_share_pct = 0
yosysTopAreaCellShare_pct = 22.2
topCellsByArea = "ha_1, a21oi_1, a21o_1, xor2_1, xnor2_1"
ys_types = 50

[layout]
layoutNonFillerInstCount = 422
drive_gt1_share_pct = 3.07
area_growth_pct = 59.5
n_fill_cell = 728
register_area_um2 = 0
final_cell_area_mm2 = 0.00278
flops = 0
logic_area_mm2 = 0.00168
n_clock_buffer = 0

[clock_network]
cts_resized = 0
cts_hold_buf = 0
post_cts_buffers = 0

[placed_design]
dpl.cell_count = 422
place_congestion = 0.819
placed_area_mm2 = 0.00278
port-buffer-count = 96
dpl_worst_slack_ns = 5.72
dp_hpwl_um = 5180

[run_status]
outcome = "completed"

[critical_path]
path_cells = "clkdlybuf4s50_1, ha_1, fa_1, a21o_1, a31o_2, nand3_1, o221ai_1, a311oi_1, o21bai_1, xor2_1, clkdlybuf4s50_1"
slowest_delay_ns = 0.49
critPathBufInv = 2
required_ns = 11.60
critPathMaxFanout = 4
arrival_ns = 5.88
cp_top_family = "AND-OR/OR-AND gates"
critPathKind = "primary input to primary output"
cp_common_cell = "clkdlybuf4s50_1"
worstSetupStartpointType = "primary input"
critPathSlowestCell = "clkdlybuf4s50_1"
worstSetupEndpointType = "primary output"

[run]
tool_warnings = 32
cap_violations = 0

[worst_hold_path]
min_path_type = "primary input to primary output"
[path summary, 6_finish.rpt]
kind / start / endpoint / slack, ns / cells after the start
worst min-delay path: b[0] / y[0] / 6.84 / 3
worst max-delay path: a[0] / y[26] / 5.72 / 11
[power by group]
group	switching, mW	leakage, nW	internal, mW
clock	0	0	0
combinational	0.0532	1.18	0.0803
sequential	0	0	0
[layer usage]
layer  share of wire [%]  up-vias  global-route usage, %  wire [um]
met5                   0        -                      0          0
met4                   0        0                      0          0
met3                 5.2        0                   1.94        304
met2                  44       54                   16.6       2610
met1                  50      929                   14.4       2970
li1                    -     1087                      -          -
[through the flow]
step | utilization [%] | hold WS (ns)
after detailed placement | 40.7 | 6.84
after global routing | 40.7 | 6.85
final | 40.7 | 6.84
after CTS | 40.7 | 6.85
after floorplan | - | 5.87
after global placement | 40.7 | 6.83
[cells in the final DEF, fill, tap and decap left out, drive strengths merged, types with 2 or more instances in the layout]
master	synthesis	final
nor2	12	12
a21o	19	19
nand2b	2	2
clkdlybuf4s50	0	96
ha	31	31
o221ai	2	2
xor2	15	15
o21bai	5	5
nor3	4	4
a31oi	3	3
nand2	18	18
o21a	2	2
o311ai	2	2
o21ai	15	15
o211ai	3	3
inv	6	6
mux2i	2	2
a211oi	3	3
or2	3	3
xnor2	13	13
nand4	8	8
a21oi	29	29
a311oi	3	3
nand3	10	10
[worst min-delay path: stages]
cell	delay, ns
clkdlybuf4s50_1	0.46
ha_1	0.12
clkdlybuf4s50_1	0.46
[kinds of logic (layout without fill, tap and decap cells)]
logic type	after synthesis	count (layout)
multiplexers	2	2
AND-OR/OR-AND	97	97
buffers and inverters	17	102
XOR/XNOR	28	28
AND/OR/NAND/NOR	65	65
adder cells (fa/ha/maj)	32	32
[layout make-up]
class	instances	area share (%)
inverter	6	0.810
multi-input combinational	224	60.3
tap	96	4.32
timing repair buffer	96	34.5
Power and IR drop assume default switching activity.
